$ cat flow/design.v
module cordic_angle_acc
    #(
        parameter FREQ_START  = 1000000,
        parameter CLK_FREQ    = 100000000,
        parameter ANGLE_WIDTH = 24,
        parameter PARAM_WIDTH = 32
    )
    (
        input  logic                     clk,
        input  logic                     rst_n,
        input  logic [7:0]               freq_i,
        output logic [ANGLE_WIDTH-1:0]   angle_o
    );
    localparam logic [2*PARAM_WIDTH-1:0] basic_inc  = ((2**PARAM_WIDTH - 1) << (PARAM_WIDTH));
    localparam logic [2*PARAM_WIDTH-1:0] basic_step = basic_inc / CLK_FREQ * FREQ_START;
    logic [7:0]               freq,  next_freq;
    logic [PARAM_WIDTH-1:0]   angle, next_angle;
    logic [2*PARAM_WIDTH-1:0] step;
    assign step = basic_step * freq_i;  
    assign angle_o = angle[PARAM_WIDTH-1:PARAM_WIDTH-ANGLE_WIDTH];
    always_ff @(posedge clk, negedge rst_n) begin
        if(!rst_n) begin
            angle <= 0;
        end else begin
            angle <= angle + step[2*PARAM_WIDTH-1:PARAM_WIDTH];
        end
    end
endmodule
$ cat flow/run.sh
#!/bin/bash
# OpenROAD 26Q1-2900-gdf79404cd8, Yosys 0.63+post, stock flow scripts
make -C /OpenROAD-flow-scripts/flow DESIGN_CONFIG=/design/flow/config.mk WORK_HOME=/design/flow/orfs finish
$ cat flow/config.mk
export PLATFORM = sky130hd
export DESIGN_NAME = cordic_angle_acc
export DESIGN_NICKNAME = cordic_angle_acc
export VERILOG_FILES = /design/flow/design.v
export SDC_FILE = /design/flow/constraint.sdc
export NUM_CORES = 4
export LEC_CHECK = 1
export CORE_UTILIZATION = 30
export SYNTH_HDL_FRONTEND = slang
$ cat flow/constraint.sdc
current_design cordic_angle_acc

set clk_period 11.7
set clk_io_pct 0.2

create_clock -name clk0 -period $clk_period [get_ports {clk}]

set non_clock_inputs [all_inputs -no_clocks]
set_input_delay [expr $clk_period * $clk_io_pct] -clock clk0 $non_clock_inputs
set_output_delay [expr $clk_period * $clk_io_pct] -clock clk0 [all_outputs]
==> flow_metrics.py <==
# Physical implementation metrics
metrics = {
    "finish": {
        "final_area_mm2": 0.00797,
        "top_register": "angle",
        "largest_register_ffs": 32,
        "drive_above_1_share_pct": 1.79,
        "stdcell_count": 1159,
        "layout_top_cell": "ha_1",
        "syn_to_final_growth_pct": 9.04,
        "final_cell_mix": "ha_1, inv_1, a21oi_1, fa_1, xnor2_1",
        "fill_cells": 2468,
        "reg.largest.list": "angle: 32 flops",
    },
    "clocking": {
        "htree_levels": 2,
        "cts_tree": "built",
        "cts_buffers": 5,
        "clock_sinks": 32,
        "postCtsSetupBuffers": 0,
        "cts.clk_slew.worst_paths_ns": 0.05,
        "cts_resized": 0,
        "ctsHoldBuffers": 0,
        "clk_latency_ns": 0.28,
        "cts.path.max_buffers": 2,
        "cts_root_buf": "clkbuf_16",
    },
    "placement": {
        "place_area_mm2": 0.00782,
        "hpwl_um": 14800,
        "io_buffer_count": 33,
        "gp_congestion": 0.908,
        "dpl.cell_count": 1151,
    },
    "worst_setup_path": {
        "cpMaxStageDelayCell": "clkdlybuf4s50_1",
        "path_class": "input pin to flip-flop",
        "r2r_end": "angle[31]",
        "crit_required_ns": 11.86,
        "r2r_cells": 11,
        "slowest_delay_ns": 0.74,
        "worstPathMaxFanout": 8,
        "end_kind": "flip-flop",
        "r2r_start": "angle[1]",
        "path_buffers": 4,
        "r2r_setup_slack_ns": 8.52,
        "cp_data_arrival_time_ns": 9.93,
        "critPathTopFamily": "adder cells",
        "crit_top_cell": "ha_1",
        "start_kind": "input pin",
    },
    "timing": {
        "setup_viol_count_final": 0,
        "worst_slew_pin_slew_ns": 0.519,
        "finalClockPeriodUsage_pct": 83.5,
        "rsz0062_at_grt": "no",
        "fmax_mhz": 102,
        "final_hold_viol_count": 0,
        "fin_setup_tns_ns": 0,
        "slew_headroom_pct": 65.4,
        "skew_ns": 0.00522,
        "maxSlewViolCount": 0,
        "period_minus_slack_ns": 9.78,
    },
    "global_route": {
        "grt_pass1_vias": 5423,
        "grt_pass1_wl_um": 27700,
        "gr-max-usage-layer": "met2",
        "use_met2_pct": 23.2,
        "use_met1_pct": 21.5,
        "gr-total-overflow": 0,
        "antenna_found_initial": 0,
        "grt_usage_pct": 14.6,
        "grt_max_degree": 33,
        "grtUsageMet3_pct": 2.59,
    },
    "logic_synthesis": {
        "syn_area_per_cell_um2": 8.78,
        "xor_share_pct": 7.62,
        "ys_ff": 32,
        "synthArstFlopShare_pct": 100,
        "synthAoiAreaFrac_pct": 18.1,
        "ys_types": 54,
        "ff_type": "dfrtp_1",
        "synth.area.mux_share_pct": 0.137,
        "ys_cells": 832,
        "ys_seq_share_pct": 11.0,
        "netlist_area_mm2": 0.00731,
        "synthCells": 832,
        "adder_share_pct": 43.6,
        "yosysChipArea_mm2": 0.00731,
        "ys_sh_simple_pct": 9.20,
        "edf_count": 0,
        "yosys_warnings": 0,
        "logic_family": "adder cells",
    },
    "detailed_routing": {
        "antenna_cells": 0,
        "num_vias": 5545,
        "drt_first_iter_violations": 291,
        "ant_nets": 0,
        "routed_wirelength_um": 16900,
        "avgRoutedWirePerCell_um": 14.6,
        "first_pass_iters": 5,
        "via_per_inst": 4.78,
        "remaining_drc_errors": 0,
    },
    "worst_hold_path": {
        "min_from": "angle[0]",
        "holdPathEnd": "angle[0]",
        "worstHoldPathCells": 1,
        "hold_class": "flip-flop to flip-flop",
    },
    "floorplan": {
        "core-area_mm2": 0.0237,
        "pin_count": 34,
        "dieHeight_um": 158,
        "rows": 56,
        "die_width_um": 158,
        "die_area_mm2": 0.0250,
        "fp_util_pct": 30.9,
    },
    "run_status": {
        "status": "complete, no violations",
    },
    "run": {
        "cap_violations": 0,
        "warning_count": 30,
    },
}
stage by stage:
step | util (%) | hold slack (ns) | setup WS, ns
floorplan | - | 0.456 | 3.28
global placement | 33.0 | 0.468 | 1.68
finish | 33.6 | 0.489 | 1.92
global route | 33.6 | 0.512 | 1.37
CTS | 33.6 | 0.502 | 1.91
detailed placement | 33.0 | 0.490 | 1.67
layout make-up:
| type | instances | area [um^2] | area share, % |
|---|---|---|---|
| multi-input combinational | 621 | 5740 | 72.1 |
| timing repair buffer | 34 | 333 | 4.18 |
| sequential | 32 | 801 | 10.1 |
| inverter | 145 | 544 | 6.83 |
| clock buffer | 8 | 146 | 1.84 |
| tap | 319 | 399 | 5.01 |
worst max-delay path by stage:
stage         slack (ns)  cells past startpoint         to      start
global route        1.37                     31  angle[31]  freq_i[6]
finish              1.92                     31  angle[31]  freq_i[6]
CTS                 1.91                     29  angle[31]  freq_i[2]
cells in the mapped netlist (2+ instances only):
library cell,n,area [um^2]
nand3_1,8,40.0
o31a_1,2,17.5
or3_1,2,12.5
or4_1,2,15.0
and3_1,6,37.5
nor3_1,7,35.0
a21oi_1,66,330
o211ai_1,2,15.0
o21a_1,13,97.6
nand2b_1,9,56.3
nor2b_1,6,37.5
o2111ai_1,2,17.5
nand4_1,15,93.8
nor4_1,2,12.5
nor2_1,43,161
clkbuf_1,10,37.5
nand2_1,35,131
dfrtp_1,32,801
a221oi_1,2,17.5
xnor2_1,44,385
fa_1,66,1320
a21o_1,30,225
buf_4,24,180
a211oi_1,6,45.0
and2_1,3,18.8
o41a_1,4,45.0
o21ai_1,12,60.1
o21ai_0,23,115
o31ai_1,2,15.0
xor2_1,17,149
o21bai_1,15,113
a221o_1,2,20.0
inv_1,145,544
ha_1,149,1860
o41ai_1,2,17.5
or2_2,2,12.5
a31oi_1,5,31.3
cells by family (layout without fill, tap and decap cells):
kind of cell / count (synthesis) / in the layout
xor gates and xnor gates: 62 / 62
DFF: 32 / 32
buffers and inverters: 179 / 187
adders and majority gates: 215 / 215
muxes: 1 / 1
AOI/OAI and AO/OA: 202 / 202
and+or+nand+nor: 141 / 141
worst reg2reg max path: cells and delay by family, from the launching register on:
kind | cells | cell delay (ns)
AOI/OAI and AO/OA | 7 | 1.73
xor gates and xnor gates | 1 | 0.40
adders and majority gates | 1 | 0.31
DFF | 1 | 0.38
and+or+nand+nor | 2 | 0.24
routing by layer:
layer  vias to the layer above  wire (um)
li1                       2839          -
met2                        91       7890
met1                      2597       8010
met3                        18        736
met5                         -          0
met4                         0        254

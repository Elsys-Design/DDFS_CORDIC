==> design.v <==
module cordic
    #(
        parameter ITERATIONS = 16,
        parameter WIDTH      = 16
    )
    (
        input  logic              clk,
        input  logic              rst_n,
        input  signed [WIDTH-1:0] angle_i,
        output signed [WIDTH-1:0] sine_o,
        output signed [WIDTH-1:0] cosine_o
    );
    localparam signed [31:0] ANGLE_TAN_TABLE [0:31] = {
    32'h2000_0000,  
    32'h12E4_051D,  
    32'h09FB_385B,  
    32'h0511_11D4,  
    32'h028B_0D43,  
    32'h0145_d7e1,  
    32'h00a2_f61e,  
    32'h0051_7c55,  
    32'h0028_be53,  
    32'h0014_5f2e,  
    32'h000a_2f98,  
    32'h0005_17cc,  
    32'h0002_8be6,  
    32'h0001_45f3,  
    32'h0000_a2f9,  
    32'h0000_517c,  
    32'h0000_28be,  
    32'h0000_145f,  
    32'h0000_0a2f,  
    32'h0000_0517,  
    32'h0000_028b,  
    32'h0000_0145,  
    32'h0000_00a2,  
    32'h0000_0051,  
    32'h0000_0028,  
    32'h0000_0014,  
    32'h0000_000a,  
    32'h0000_0005,  
    32'h0000_0002,  
    32'h0000_0001,  
    32'h0000_0000,  
    32'h0000_0000   
    };
    logic signed            [31:0] START_POINT_X;
    localparam logic signed [31:0] START_POINT_Y = 32'h0000_0000;
    generate
      case(WIDTH) 
        16: assign START_POINT_X = 32'h4db7_0000;
        17: assign START_POINT_X = 32'h4db7_8000;
        18: assign START_POINT_X = 32'h4db8_8000;
        19: assign START_POINT_X = 32'h4db9_8000;
        20: assign START_POINT_X = 32'h4dba_2000;
        21: assign START_POINT_X = 32'h4dba_4000;
        22: assign START_POINT_X = 32'h4dba_4800;
        23: assign START_POINT_X = 32'h4dba_5e00;
        24: assign START_POINT_X = 32'h4dba_6800;
        25: assign START_POINT_X = 32'h4dba_7300;
        26: assign START_POINT_X = 32'h4dba_7480;
        27: assign START_POINT_X = 32'h4dba_75c0;
        28: assign START_POINT_X = 32'h4dba_7650;
        29: assign START_POINT_X = 32'h4dba_7690;
        30: assign START_POINT_X = 32'h4dba_76b0;
        31: assign START_POINT_X = 32'h4dba_76c1;
        32: assign START_POINT_X = 32'h4dba_76c9;
      endcase
    endgenerate
    logic signed [WIDTH - 1 : 0] x_s, y_s;
    logic signed [WIDTH-1:0]      x_w [ITERATIONS-1:0];
    logic signed [WIDTH-1:0]      y_w [ITERATIONS-1:0];
    logic signed [WIDTH-1:0]      z_w [ITERATIONS-1:0];
    logic        [1:0]            quadrant;
    logic        [WIDTH - 1 : 0]  x_ff;
    logic        [WIDTH - 1 : 0]  y_ff;
    logic        [WIDTH - 1 : 0]  z_ff;
    assign x_s = START_POINT_X[31:31-WIDTH+1];
    assign y_s = START_POINT_Y[31:31-WIDTH+1];
    assign quadrant = angle_i[WIDTH - 1:WIDTH - 2];
    always_ff @(posedge clk, negedge rst_n) begin 
      if(!rst_n) begin
        x_ff <= 0;
        y_ff <= 0;
        z_ff <= 0;
      end
      else begin
        case(quadrant)
          2'b00, 2'b11:
          begin
            x_ff <= x_s;
            y_ff <= y_s;
            z_ff <= angle_i;
          end
          2'b01:
          begin
            x_ff <= -y_s;
            y_ff <= x_s;
            z_ff <= {2'b00,angle_i[WIDTH-3:0]};  
          end
          2'b10:
          begin
            x_ff <= y_s;
            y_ff <= -x_s;
            z_ff <= {2'b11,angle_i[WIDTH-3:0]};  
          end
          default: 
          begin
            x_ff <= 0;
            y_ff <= 0;
            z_ff <= 0;
          end
        endcase
      end
    end
    genvar i;
    generate
      for (i = 0; i < ITERATIONS; i++) begin
        if(i==0) begin
          cordic_unit #(.WIDTH(WIDTH))
          inst0(
              .clk(clk),
              .rst_n(rst_n),
              .x_i(x_ff),
              .y_i(y_ff),
              .z_i(z_ff),
              .shift_i(5'b00000),
              .tan_table_i(ANGLE_TAN_TABLE[0][31:31-WIDTH+1]),
              .x_o(x_w[0]),
              .y_o(y_w[0]),
              .z_o(z_w[0])
          );
        end
        else begin
          cordic_unit #(.WIDTH(WIDTH))
          inst_i(
              .clk(clk),
              .rst_n(rst_n),
              .x_i(x_w[i-1]),
              .y_i(y_w[i-1]),
              .z_i(z_w[i-1]),
              .shift_i(i[4:0]),
              .tan_table_i(ANGLE_TAN_TABLE[i][31:31-WIDTH+1]),
              .x_o(x_w[i]),
              .y_o(y_w[i]),
              .z_o(z_w[i])
          );
        end
      end
    endgenerate
    assign sine_o   = y_w[ITERATIONS-1] ;
    assign cosine_o = x_w[ITERATIONS-1] ;
endmodule
module cordic_unit
    #(
        parameter WIDTH = 24
    )
    (
        input  logic                clk,
        input  logic                rst_n,
        input  signed [WIDTH - 1:0] x_i,
        input  signed [WIDTH - 1:0] y_i,
        input  signed [WIDTH - 1:0] z_i,
        input  logic  [4:0]         shift_i,
        input  signed [WIDTH - 1:0] tan_table_i,
        output signed [WIDTH - 1:0] x_o,
        output signed [WIDTH - 1:0] y_o,
        output signed [WIDTH - 1:0] z_o
    );
    logic signed [WIDTH - 1 : 0] x_ff;
    logic signed [WIDTH - 1 : 0] y_ff;
    logic signed [WIDTH - 1 : 0] z_ff;
    always_ff @(posedge clk, negedge rst_n) begin
        if (!rst_n) begin
            x_ff <= 0;
            y_ff <= 0;
            z_ff <= 0;
        end else begin
            x_ff <= x_i;
            y_ff <= y_i;
            z_ff <= z_i;
        end
    end
    assign x_o = z_ff[WIDTH - 1] ? x_ff + (y_ff >>> shift_i) : x_ff - (y_ff >>> shift_i);
    assign y_o = z_ff[WIDTH - 1] ? y_ff - (x_ff >>> shift_i) : y_ff + (x_ff >>> shift_i);
    assign z_o = z_ff[WIDTH - 1] ? z_ff + tan_table_i        : z_ff - tan_table_i;
endmodule
==> run.sh <==
#!/bin/bash
# OpenROAD 26Q1-2900-gdf79404cd8, Yosys 0.63+post, stock flow scripts
make -C /OpenROAD-flow-scripts/flow DESIGN_CONFIG=/design/flow/config.mk WORK_HOME=/design/flow/orfs finish
==> config.mk <==
export PLATFORM = sky130hd
export DESIGN_NAME = cordic
export DESIGN_NICKNAME = cordic
export VERILOG_FILES = /design/flow/design.v
export SDC_FILE = /design/flow/constraint.sdc
export NUM_CORES = 4
export LEC_CHECK = 1
export CORE_UTILIZATION = 30
export SYNTH_HDL_FRONTEND = slang
==> constraint.sdc <==
current_design cordic

set clk_period 12.8
set clk_io_pct 0.2

create_clock -name clk0 -period $clk_period [get_ports {clk}]

set non_clock_inputs [all_inputs -no_clocks]
set_input_delay [expr $clk_period * $clk_io_pct] -clock clk0 $non_clock_inputs
set_output_delay [expr $clk_period * $clk_io_pct] -clock clk0 [all_outputs]
==> results.ini <==
[status]
status=finished clean

[timing]
min_period_ps=6552
fin_skew_ps=33.97
rsz0062_at_grt=false
worstMarginPinSlew_ps=897.8
fin_setup_tns_ps=0
hold_viol=0
relSlewSlack_pct=39.36
setup_viol=0
slew_violations=0
fmax_mhz=152.6
holdWs_ps=343.3
fin_crit_sh_pct=51.18

[floorplanning]
die_h_um=417.4
ios=50
core_area_mm2=0.1715
fp-row-count=152
fp.dieW_um=417.4
fp_util_pct=30.17
die_area_mm2=0.1742

[worst_setup_path]
worst-setup-path-type=reg -> out
crit_buf_inv=1
crit_fanout=16
required_ps=10240
critical_path.top_delay_family=AND-OR/OR-AND gates
cp.arrival_ps=3990
end_kind=output pin
cp_common_cell=a21oi_1
crit_path_start_kind=flip-flop
slowest_delay_ps=480
crit_chain=nand2_1, ha_1, nor2b_1, o31ai_1, a21oi_1, a2111oi_0, o21bai_1, a21oi_1, xnor2_1, clkdlybuf4s50_1
crit_path_top_delay_cell=ha_1

[synthesis]
ys_types=80
yosys_register_bits=729
ys_sh_aoi_pct=18.41
syn_avg_cell_area_um2=9.657
synth_warnings=0
xor_area_share_pct=12.14
async_flop_share_pct=100.0
yosys_cells=5360
edf_count=0
syn_inst=5360
yosys_area_mm2=0.05176
ys_sh_mux_pct=1.105
synthAdderAreaFrac_pct=19.23
yosys.stat.seqShare_pct=35.24
syn_area_mm2=0.05176
synthFlopType=dfrtp_1
simple_gate_share_pct=11.20
topCombFamilyByArea=adder cells

[global_route]
track_usage_pct=12.73
grt_pass1_vias=37150
antenna_found_initial=1
grt_pass1_wl_mm=181.5
grt_max_degree=120
grt-ovfl-total=0

[drt]
routed_via_density=4.822
drtIter0Drc=1524
detail-route-antenna-nets=0
wl_met3_mm=3.829
remaining_drc_errors=0
wirelength_mm=106.2
wl_met2_mm=52.07
firstDrtPassIters=5
wl_per_cell_um=13.52
wl_met1_mm=47.60
vias=37858
routed.top_layer=met4

[job]
drv_cap=0
warnings=70

[clocking]
clk_path_buf_depth=3
cts_num_sinks=729
path_clk_slew_ps=60
numCtsBuffers=85
cts_tree=yes
insertion_delay_ps=690
hold_buffers=0
post_cts_buffers=0
htreeDepth=3
cts_root_buf=clkbuf_16
post_cts_resized=0

[final_layout]
seq_area_mm2=0.01824
drive_gt1_share_pct=4.188
comb_area_mm2=0.03213
fillerInstances=17037
area_growth_pct=12.49

[placed_design]
portBuffers=49
dp_hpwl_mm=82.68
place_congestion=0.8779

[hold_path]
hp-class=reg -> reg

-- layout make-up --
| type | count | area share (%) |
|---|---|---|
| antenna | 1 | 0.004298 |
| clock buffer | 109 | 4.083 |
| clock inverter | 49 | 1.180 |
| inverter | 313 | 2.018 |
| multi-input combinational | 4265 | 55.19 |
| sequential | 729 | 31.33 |
| tap | 2310 | 4.964 |
| timing repair buffer | 75 | 1.229 |
-- through the flow --
step	util [%]	instances	cell area (um^2)	setup slack, ps
global route	33.94	7851	58220	5864
CTS	33.94	7850	58220	6091
floorplan	-	5360	51760	7854
global placement	32.15	7692	55160	6854
detailed placement	32.15	7692	55160	6880
finish	33.94	7851	58220	6248
-- sequential cells by signal, summed over array words and instances (netlist names) --
register,flops
x_ff,1
z_ff,16
genblk2.genblk1.inst_i.z_ff,210
genblk2.genblk1.inst_i.x_ff,240
genblk2.genblk1.inst0.x_ff,1
genblk2.genblk1.inst0.y_ff,3
genblk2.genblk1.inst0.z_ff,16
genblk2.genblk1.inst_i.y_ff,239
y_ff,3
-- per-layer routing --
layer / vias to the layer above / track usage, %
met5: - / 0
li1: 19400 / -
met2: 529 / 22.01
met3: 167 / 1.988
met1: 17762 / 16.95
met4: 0 / 2.757
-- cells in the mapped netlist, types with 21 or more instances --
library cell | n | share of area (%)
ha_1 | 717 | 17
o211ai_1 | 27 | 0.39
nand2_1 | 240 | 1.7
nor2_1 | 431 | 3.1
dfrtp_1 | 729 | 35
xor2_1 | 217 | 3.7
o21bai_1 | 51 | 0.74
or3_1 | 21 | 0.25
a31oi_1 | 60 | 0.73
fa_1 | 49 | 1.9
mux2i_1 | 29 | 0.56
nor3_1 | 123 | 1.2
a21o_1 | 142 | 2.1
and3_1 | 39 | 0.47
inv_1 | 310 | 2.2
nor2b_1 | 100 | 1.2
o31ai_1 | 22 | 0.32
o21ai_0 | 294 | 2.8
xnor2_1 | 498 | 8.4
nand3_1 | 55 | 0.53
clkbuf_1 | 32 | 0.23
a211oi_1 | 88 | 1.3
o21a_1 | 109 | 1.6
a21boi_0 | 21 | 0.30
mux2_2 | 23 | 0.50
a21oi_1 | 535 | 5.2
nand4_1 | 26 | 0.31
nand2b_1 | 83 | 1.0
-- cell usage in the layout, fill, tap and decap left out, drive strengths merged, types with 29 or more instances in the layout --
master and instances:
a211oi 88, a21o 142, a21oi 536, a31oi 60
and3 39, clkbuf 109, clkdlybuf4s50 48, clkinv 29
dfrtp 729, fa 49, ha 717, inv 316
mux2i 30, nand2 240, nand2b 83, nand3 55
nor2 431, nor2b 100, nor3 124, o21a 109
o21ai 295, o21bai 51, xnor2 498, xor2 217
-- worst paths after layout --
check	from	slack, ps	depth (start not counted)	endpoint
hold / removal	z_ff[9]	340	0	genblk2[0].genblk1.inst0.z_ff[9]
hold reg to reg	z_ff[9]	340	0	genblk2[0].genblk1.inst0.z_ff[9]
setup / recovery	genblk2[15].genblk1.inst_i.x_ff[15]	6250	10	sine_o[14]
setup reg to reg	genblk2[13].genblk1.inst_i.z_ff[15]	9010	10	genblk2[14].genblk1.inst_i.y_ff[11]
min in group asynchronous	rst_n	1810	1	genblk2[5].genblk1.inst_i.y_ff[2]
max in group asynchronous	rst_n	9110	3	genblk2[1].genblk1.inst_i.z_ff[13]
-- cells by family (layout without fill, tap and decap cells) --
kind of cell | after synthesis | count (layout)
AND-OR/OR-AND | 1518 | 1518
multiplexers | 53 | 53
adder cells (fa/ha/maj) | 766 | 766
XOR/XNOR | 716 | 716
flip-flops | 729 | 729
other | 0 | 1
buffers and inverters | 366 | 546
AND/OR/NAND/NOR | 1212 | 1212
